--- config.mk ---
export PLATFORM = sky130hd
export DESIGN_NAME = alu_4bit
export DESIGN_NICKNAME = alu_4bit
export VERILOG_FILES = /design/flow/design.v
export SDC_FILE = /design/flow/constraint.sdc
export NUM_CORES = 4
export LEC_CHECK = 1
export CORE_AREA = 10 10 70 70
export DIE_AREA = 0 0 80 80
--- run.sh ---
#!/bin/bash
# OpenROAD 26Q1-2900-gdf79404cd8, Yosys 0.63+post, stock flow scripts
make -C /OpenROAD-flow-scripts/flow DESIGN_CONFIG=/design/flow/config.mk WORK_HOME=/design/flow/orfs finish
--- design.v ---
module alu_4bit (
    input  [3:0] A, B,           
    input  [2:0] ALU_Sel,        
    output reg [3:0] ALU_Out,    
    output reg CarryOut          
);
    wire [4:0] sum, diff;
    assign sum  = A + B;
    assign diff = A - B;
    always @(*) begin
        case (ALU_Sel)
            3'b000: begin  
                ALU_Out  = sum[3:0];
                CarryOut = sum[4];
            end
            3'b001: begin  
                ALU_Out  = diff[3:0];
                CarryOut = diff[4];
            end
            3'b010: begin  
                ALU_Out  = A & B;
                CarryOut = 0;
            end
            3'b011: begin  
                ALU_Out  = A | B;
                CarryOut = 0;
            end
            3'b100: begin  
                ALU_Out  = A ^ B;
                CarryOut = 0;
            end
            default: begin
                ALU_Out  = 4'b0000;
                CarryOut = 0;
            end
        endcase
    end
endmodule
--- constraint.sdc ---
current_design alu_4bit

set clk_period 3.1
set clk_io_pct 0.2

create_clock -name clk0 -period $clk_period

set non_clock_inputs [all_inputs -no_clocks]
set_input_delay [expr $clk_period * $clk_io_pct] -clock clk0 $non_clock_inputs
set_output_delay [expr $clk_period * $clk_io_pct] -clock clk0 [all_outputs]
==> flow_summary.yaml <==
# physical design summary
placed_design:
  port_buffers: 16
  gp_congestion: 0.828
  dp_slack_ns: -0.381
  hpwl_um: 1240
logic_synthesis:
  top_cell_area_share_pct: 29.1
  synth_top_cell_by_count: "ha_1"
  synth.avg_cell_area_sq_um: 7.60
  synthTopCellsByArea: "ha_1, fa_1, inv_1"
  yosys-top-cells-count: "ha_1, inv_1, nand2_1, nor2_1"
  largest_area_cell: "ha_1"
  netlist_area_sq_um: 517
  synth.distinct_cells: 27
  yosysCellCount: 68
  synthCells: 68
  yosys_warnings: 1
  synth_seq_share_pct: 0
  yosys_area_sq_um: 517
hold_path:
  hold_class: "input port to output port"
timing:
  max_freq_ghz: 0.333
  maxSlewViolCount: 0
  min_period_ns: 3.01
  worst_slew_pin_slew_ns: 0.208
  finalSetupViolations: 0
  hold_viol_final: 0
  fin_ws_ns: 0.0930
  finalCritPeriodShare_pct: 97.0
  slew_headroom_pct: 86.0
drt:
  drc_errors: 0
  drt_iter0_drc: 16
  wl_um: 1470
  viasPerCell: 4.01
  vias: 589
  diodes: 0
  ant_nets: 0
  dr.pass1.iters: 4
  wl_per_cell_um: 10.0
grt:
  grt_pass1_wl_um: 2600
  antenna_found_initial: 0
  grt_pass1_vias: 607
  overflow: 0
  grt_max_degree: 8
  grt_util_all_layers_pct: 4.67
floorplanning:
  coreArea_sq_um: 3420
  die_w_um: 80
  die_h_um: 80
  row_count: 21
  die_area_sq_um: 6400
  initCoreUtil_pct: 15.1
  ios: 16
critical_path:
  crit_top_cell: "clkdlybuf4s50_1"
  startpoint: "ALU_Sel[1]"
  crit_path_end: "ALU_Out[3]"
  crit_chain: "clkdlybuf4s50_1 -> or3_4 -> a21oi_2 -> a311o_1 -> a21o_1 -> clkdlybuf4s50_1"
  slowest_stage: "clkdlybuf4s50_1"
  criticalPathCategory: "input port to output port"
  endpoint_kind: "output port"
  cp_max_fo: 5
  startpoint_type: "input port"
  worst_path_largest_cell_delay_ns: 0.51
  crit_required_ns: 2.48
  cp_data_arrival_time_ns: 2.39
pwr:
  p_per_area_nw_per_um2: 139
  ir_worst_vdd_mv: 0.0522
  comb_power_share_pct: 100.0
  p_sw_mw: 0.0544
  cell_internal_pwr_mw: 0.0741
  pwr-share-seq_pct: 0
  clkPwrFrac_pct: 0
  leakage_nw: 0.445
  netSwitchingFraction_pct: 42.3
  power_mw: 0.128
run:
  cap_violations: 0
  log.warning_count: 40
layout:
  drive_gt1_share_pct: 44.6
  syn2layout_area_growth_pct: 79.4
  seq_area_sq_um: 0
  mi_logic_area_sq_um: 541
  nClkBuffers: 0
  fill_cells: 365
  seq_cells: 0
run_status:
  status: "completed"
cts:
  cts_hold_buffers: 0
how the worst min path moves through the flow:
| stage | slack [ns] | from | cells past startpoint | endpoint |
|---|---|---|---|---|
| finish | 1.82 | ALU_Sel[2] | 4 | CarryOut |
| global route | 1.88 | ALU_Sel[2] | 4 | CarryOut |
| CTS | 2.10 | A[2] | 7 | ALU_Out[2] |
what timing repair did:
action	4_1_cts	5_1_grt
resized	32	8
pin swaps	6	2
buffers inserted	3	0
endpoints found under the setup margin	4	4
cell families after synthesis:
logic type,synth area share [%]
buffers and inverters,11.4
AOI/OAI and AO/OA,30.5
muxes,3.87
adders and majority gates,36.8
and+or+nand+nor,15.7
xor gates and xnor gates,1.70
power by group through the flow:
stage	sequential [mW]	clock, mW	combinational [mW]
after CTS	0	0	0.128
after global routing	0	0	0.144
final	0	0	0.128
placed cells by master, fill, tap and decap left out, types with 2 or more instances in the layout:
cell type	count
nand3_1	2
buf_2	2
inv_2	5
a21oi_1	4
o21ai_1	2
nand2_1	5
mux2i_1	2
o21ai_0	2
dlygate4sd2_1	3
clkdlybuf4s50_1	7
buf_4	20
inv_1	5
dlymetal6s2s_1	2
ha_1	7
a211oi_2	2
clkbuf_2	2
ha_4	4
a21o_1	2
nor2_1	5
critical path, delay by kind of cell:
| family | cells | cell delay [ns] |
|---|---|---|
| compound gates | 3 | 0.35 |
| buf+inv | 2 | 0.97 |
| simple gates | 1 | 0.43 |
per-layer routing:
layer  up-vias  GRT usage, %  part of all wire (%)
li1        304             -                     -
met1       271          7.49                    51
met2        14          6.02                    39
met3         0          1.48                   9.2
met4         0         0.176                     0
met5         -             0                     0
final cells by class:
cell class                      count  share of cell area, %
Inverter                           10                   4.05
Multi-Input combinational cell     55                   58.3
Timing Repair Buffer               36                   31.4
Tap cell                           46                   6.21
stage by stage:
step	hold WS, ns	utilization, %	TNS, ns	std cells	cell area (sq um)
final	1.82	27.1	0	147	927
after global routing	1.88	27.1	-0.00566	147	927
after CTS	2.10	27.0	0	147	921
after detailed placement	2.40	24.6	-1.30	144	841
after global placement	2.40	24.6	-1.32	144	841
after floorplan	1.38	-	0	68	517
Power is estimated from default activity; no workload was simulated.
