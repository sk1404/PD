$ cat ./config.mk
export PLATFORM = sky130hd
export DESIGN_NAME = mod9_counter
export DESIGN_NICKNAME = mod9_counter
export VERILOG_FILES = /design/flow/design.v
export SDC_FILE = /design/flow/constraint.sdc
export NUM_CORES = 4
export LEC_CHECK = 1
export CORE_AREA = 10 10 70 70
export DIE_AREA = 0 0 80 80
$ cat ./constraint.sdc
current_design mod9_counter

set clk_period 1.8
set clk_io_pct 0.2

create_clock -name clk0 -period $clk_period [get_ports {clk}]

set non_clock_inputs [all_inputs -no_clocks]
set_input_delay [expr $clk_period * $clk_io_pct] -clock clk0 $non_clock_inputs
set_output_delay [expr $clk_period * $clk_io_pct] -clock clk0 [all_outputs]
$ cat ./design.v
module mod9_counter (
    input clk, rst,
    output reg [3:0] count
);
    always @(posedge clk) begin
        if (rst) 
            count <= 4'b0000;         
        else if (count == 4'd8) 
            count <= 4'b0000;         
        else 
            count <= count + 1;
    end
endmodule
$ cat ./run.sh
#!/bin/bash
# OpenROAD 26Q1-2900-gdf79404cd8, Yosys 0.63+post, stock flow scripts
make -C /OpenROAD-flow-scripts/flow DESIGN_CONFIG=/design/flow/config.mk WORK_HOME=/design/flow/orfs finish
==> flow_metrics.tcl <==
# yosys + openroad results
set metrics [dict create \
    fp_util_pct 5.38 \
    fp.coreArea_um2 3420 \
    via_count 174 \
    place_congestion 0.716 \
    die_x_um 80 \
    wire_per_inst_um 7.04 \
    cts_root_buf "clkbuf_4" \
    dp_hpwl_um 420 \
    max-vdd-ir-drop_uv 162 \
    slew_headroom_pct 87.6 \
    crit_chain "clkdlybuf4s50_1" \
    cts_buffers 3 \
    fill_cells 402 \
    largest-register "count" \
    grt_overflow 0 \
    chip_area_um2 6400 \
    crit_fanout 5 \
    finClkSkew_ns 0.000680 \
    cts_resized 0 \
    dp.cells 70 \
    finalSetupViolCount 0 \
    r2r_end "count[3]$_SDFF_PP0_" \
    p_leak_nw 0.101 \
    top_area_cell "dfxtp_1" \
    synth_warnings 1 \
    rsz0062_at_grt "false" \
    worstHoldPathCells 1 \
    period_minus_slack_ns 1.53 \
    antenna_found_initial 0 \
    grt_pass1_vias 179 \
    max_stage_delay_ns 0.54 \
    cp.arrival_ns 1.17 \
    clk_pin_slew_worst_paths_ns 0.04 \
    firstDrtPassIters 3 \
    fin_crit_sh_pct 85.2 \
    fmax_mhz 652 \
    holdCritPathClass "reg2reg" \
    final.setup.tns_ns 0 \
    worstPathRequired_ns 1.44 \
    synth.top_cell.area_share_pct 43.5 \
    path_buffers 1 \
    clock_latency_ns 0.24 \
    postRouteAntennaNets 0 \
    fin_cells 73 \
    portBuffers 5 \
    ys_seq_share_pct 43.5 \
    finalHoldViolCount 0 \
    track_usage_pct 1.97 \
    status "finished clean" \
    min_to "count[0]$_SDFF_PP0_" \
    p_per_area_nw_per_um2 776 \
    syn_inst 19 \
    cts.sinks 4 \
    core.rowCount 21 \
    finalPower_uw 244 \
    ys_types 14 \
    cts_max_path_buffers 2 \
    crit_family "buffers and inverters" \
    grt_max_degree 8 \
    reg.largest.list "count (4)" \
    ys_area_um2 184 \
    num_antenna_cells 0 \
    slew_viol_final 0 \
    warnings 26 \
    final_layout_size_suffix_gt1_share_pct 11.1 \
    cts_tree "yes" \
    worstMarginPinSlew_ns 0.186 \
    syn_avg_cell_area_um2 9.68 \
    die_h_um 80 \
    crit_path_end_kind "primary output" \
    r2r_slack_ns 0.53 \
    drt_iter0_drc 1 \
    grt_first_pass_wirelength_um 869 \
    topCellsByArea "dfxtp_1, ha_1, nand4b_1" \
    post_cts_buffers 0 \
    max-cap-violations 0 \
    synth-seq-cells 4 \
    io_pins 6 \
    reg2regPathDepth 4 \
    hold_buffers 0 \
    min-delay-start "count[0]$_SDFF_PP0_" \
    largest_reg_flops 4 \
    crit_type "reg2out" \
    cp-start-kind "flip-flop" \
    wl_um 514 \
    drc 0 \
    cp_slowest_cell "clkdlybuf4s50_1" \
    vias_per_cell 2.38 \
    area_growth_pct 70.7 \
    reg2reg_from "count[0]$_SDFF_PP0_" \
    syn_area_um2 184 \
    h-tree-depth 1 \
    yosysCellCount 19 \
]
-- metrics by stage --
stage / worst slack (ns) / util, % / area [um2] / hold slack [ns]
after floorplan: 0.653 / - / 184 / 0.429
after global placement: 0.537 / 8.53 / 292 / 0.504
after detailed placement: 0.532 / 8.53 / 292 / 0.516
after CTS: 0.266 / 9.19 / 314 / 0.525
after global routing: 0.201 / 9.19 / 314 / 0.568
final: 0.267 / 9.19 / 314 / 0.523
-- worst max path at each step --
stage / to / startpoint / cells past startpoint
after CTS: count[0] / count[0]$_SDFF_PP0_ / 1
after global routing: count[0] / count[0]$_SDFF_PP0_ / 1
final: count[0] / count[0]$_SDFF_PP0_ / 1
-- cells in the mapped netlist --
library cell	count
dfxtp_1	4
ha_1	2
inv_1	2
a21oi_1	1
a31oi_1	1
nand2_1	1
nand3b_1	1
nand4b_1	1
nor2_1	1
nor3_1	1
nor3b_1	1
o211ai_1	1
or2b_1	1
or3b_1	1
-- layout make-up --
| cell class | instances | area [um2] | area share, % |
|---|---|---|---|
| inverters | 2 | 7.51 | 2.39 |
| flip-flops and latches | 4 | 80.1 | 25.5 |
| repair buffers | 5 | 50.0 | 15.9 |
| multi-input cells | 13 | 96.3 | 30.7 |
| clock buffers | 3 | 22.5 | 7.17 |
| well taps | 46 | 57.6 | 18.3 |
-- where the power goes --
part	internal (mW)	leakage, nW	switching, mW
Clock	0.0747	0.0138	0.0381
Combinational	0.0185	0.0545	0.00988
Sequential	0.0951	0.0329	0.00751
-- cell usage in the layout (no fill, tap or decap) --
| master | count |
|---|---|
| a21oi_1 | 1 |
| a31oi_1 | 1 |
| clkbuf_4 | 3 |
| clkdlybuf4s50_1 | 5 |
| dfxtp_1 | 4 |
| ha_1 | 2 |
| inv_1 | 2 |
| nand2_1 | 1 |
| nand3b_1 | 1 |
| nand4b_1 | 1 |
| nor2_1 | 1 |
| nor3_1 | 1 |
| nor3b_1 | 1 |
| o211ai_1 | 1 |
| or2b_1 | 1 |
| or3b_1 | 1 |
-- layer usage --
metal,track usage [%],share of wire (%),routed length [um]
met5,0,0,0
met4,0,0,0
met3,4.09,39,202
met2,1.61,26,135
met1,1.93,34,176
-- logic make-up after synthesis --
logic type	after synthesis	share of synthesized area [%]
compound gates	3	10.2
simple gates	8	28.6
buf+inv	2	4.08
flops	4	43.5
fa+ha+maj	2	13.6
Power is estimated from default activity; no workload was simulated.
